**flow/config.mk**
```make
export PLATFORM = sky130hd
export DESIGN_NAME = CPU
export DESIGN_NICKNAME = CPU
export VERILOG_FILES = /design/flow/design.v
export SDC_FILE = /design/flow/constraint.sdc
export NUM_CORES = 4
export LEC_CHECK = 1
export CORE_UTILIZATION = 40
```
**flow/constraint.sdc**
```tcl
current_design CPU

set clk_period 7.4
set clk_io_pct 0.2

create_clock -name clk0 -period $clk_period [get_ports {clk}]

set non_clock_inputs [all_inputs -no_clocks]
set_input_delay [expr $clk_period * $clk_io_pct] -clock clk0 $non_clock_inputs
set_output_delay [expr $clk_period * $clk_io_pct] -clock clk0 [all_outputs]
```
**flow/design.v**
```verilog
module CPU(instruction, instrAddr, ramAddr, ramDin, ramDout, ramStore, clk);
  input [0:15] instruction, ramDin;
  input clk;
  output [0:15] ramDout;
  output [0:14] ramAddr, instrAddr;
  output ramStore;
  wire [0:15] data_A, A;
  wire [0:15] data_D, D;
  wire [0:14] data_IA;
  Register16 A_Reg (data_A, clk, A);
  Register16 D_Reg (data_D, clk, D);
  Register15 instrAddrReg (data_IA, clk, instrAddr);
  wire signed [0:15] x,y,o;
  assign x = D;
  assign y = instruction[3]? ramDin : A;
  ALU alu( x,y, instruction[4], instruction[5], instruction[6], instruction[7],
          instruction[8], instruction[9], o);
  assign data_A = (~instruction[0]) ? instruction[0:15] : ( instruction[10]? o : A );
  assign data_D = (instruction[0] & instruction[11])? o : D;
  assign ramAddr = A[1:15];
  assign ramDout = o;
  assign ramStore = (instruction[0] & instruction[12]);
  wire setInstrAddr;
  assign setInstrAddr = instruction[0] & ((o<0 & instruction[13]) ||
                                          (o==0 & instruction[14]) || 
                                          (o>0 & instruction[15]));
  assign data_IA = (setInstrAddr)? A[1:15] : instrAddr + 1;
endmodule
module ALU(x,y, zx, nx, zy, ny, f, no, o);
	input [0:15] x,y;
	output signed [0:15] o;
	input zx, nx, zy, ny, f, no;
	wire [0:15] x_step1, x_step2;
	wire [0:15] y_step1, y_step2;
	assign x_step1 = zx ? 16'h0000 : x;
	assign y_step1 = zy ? 16'h0000 : y;
	assign x_step2 = nx ? ~x_step1 : x_step1;
	assign y_step2 = ny ? ~y_step1 : y_step1;
	wire [0:15] o_step1;
  assign o_step1 = (f)? (x_step2 + y_step2) : (x_step2 & y_step2);
	assign o = no ? ~o_step1 : o_step1;
endmodule
module Register16 (D, Clk, Q);
  input [0:15] D;
  input Clk;
  output reg [0:15] Q;
  initial
    Q = 16'h0000;
  always @(posedge Clk)
  	Q <= D;
endmodule 
module Register15 (D, Clk, Q);
  input [0:14] D;
  input Clk;
  output reg [0:14] Q;
  initial
  	Q = 15'b0000_0000_0000_000;
  always @(posedge Clk)
  	Q <= D;
endmodule
module RAM(output [0:15] q,
                      input [0:15] d,
           			  input [0:14] write_address, read_address,
                      input we, clk);
  reg [0:15] mem [0:32767];
  always @ (posedge clk)
    begin
      if (we)
    	mem[write_address] = d;
    end
  assign q = mem[read_address];
endmodule
module ROM(output [0:15] q,
           input [0:14] read_address);
  reg [0:15] mem [0:32767];
  initial
   begin
     mem[0] = 16'b0000000000000111;
     mem[1] = 16'b1110110000010000;
     mem[2] = 16'b0000000000000000;
     mem[3] = 16'b1110001100001000;
     mem[4] = 16'b0000000000000100;
     mem[5] = 16'b1110110000010000;
     mem[6] = 16'b0000000000000001;
     mem[7] = 16'b1110001100001000;
     mem[8] = 16'b0000000000000010;
     mem[9] = 16'b1110101010001000;
     mem[10] = 16'b0000000000000011;
     mem[11] = 16'b1110111111001000;
     mem[12] = 16'b0000000000000000;
     mem[13] = 16'b1111110000010000;
     mem[14] = 16'b0000000000000010;
     mem[15] = 16'b1111000010001000;
     mem[16] = 16'b0000000000000011;
     mem[17] = 16'b1111110111001000;
     mem[18] = 16'b1111110000010000;
     mem[19] = 16'b0000000000000001;
     mem[20] = 16'b1111010011010000;
     mem[21] = 16'b0000000000001100;
     mem[22] = 16'b1110001100000110;
     mem[23] = 16'b0000000000010111;
     mem[24] = 16'b1110101010000111;
   end
  assign q = mem[read_address];
endmodule
```
**flow/run.sh**
```bash
#!/bin/bash
# OpenROAD 26Q1-2900-gdf79404cd8, Yosys 0.63+post, stock flow scripts
make -C /OpenROAD-flow-scripts/flow DESIGN_CONFIG=/design/flow/config.mk WORK_HOME=/design/flow/orfs finish
```
==> run notes <==
The flow completed. The library cells used most frequently in the layout, excluding fill and tap cells, are sky130_fd_sc_hd__clkdlybuf4s50_1 (79), sky130_fd_sc_hd__xnor2_1 (38), sky130_fd_sc_hd__nor2_1 (32). The number of cells on the worst hold path is listed as 2. Chip footprint landed at 10900 sq um. Per the detail_route report, inserted antenna diodes total 0. The total overflow left after global routing is 0. Maximum fanout along the worst path landed at 14. The report lists the number of cells resized after CTS as 0. The startpoint identified for the worst register-to-register timing path is A_Reg.Q[15]. Counting every instance in the synthesized netlist gives 431.

Number of buffers added for setup after CTS landed at 0. STA classifies the critical path endpoint as a primary output. From synthesis to final layout, the design area changed by 22.5%. Weighted congestion reported at the end of routability-driven placement landed at 0.894. Insertion delay at the late pin of the worst-skew pair landed at 0.31 ns.

In this run, distinct cell masters in the synthesized netlist total 66. TritonCTS buffer count landed at 5. The worst setup path is launched from an input port. The chip area line in the Yosys stat output reads 4180 sq um. Overall routing resource usage landed at 20.4%. According to the floorplan log, the row count is 36.

According to the dpl log, the detail-placed design has an HPWL of 8080 um. According to the timing report, the data required time at the worst endpoint equals 5.92 ns. The worst hold path begins at A_Reg.Q[0]. Power per standard cell area landed at 259 nW/um^2. Clock-pin slew on the worst setup and hold paths landed at 0.09 ns. Together, buffers and inverters on the worst path number 3. Each instance of the synthesized netlist takes up on average 9.69 sq um.

Grouping stages by cell kind, the critical path spends the most delay in buffers and inverters. Residual DRC count landed at 0. On the final layout, the worst hold slack is 0.509 ns. STA reports a reg2reg setup slack of 2.97 ns. Netlist area before placement landed at 4180 sq um.

Of the cells placed in the final design, the portion with a size suffix greater than 1 is 13.6%. The final timing report lists a max-slew violation count of 0. Measured along the y axis, the die boundary spans 104 um. For this run, the leading register cell type out of synthesis is sky130_fd_sc_hd__edfxtp_1.

The most common logic cell in the final layout is sky130_fd_sc_hd__clkdlybuf4s50_1. For this block, the via count after detailed routing is 3283. The number of antenna violations at the first check in global routing was 0. For the worst reg-to-reg path, the endpoint reported by OpenROAD is instrAddrReg.Q[10]. The signal on the critical path passes through clkdlybuf4s50_1 -> buf_4 -> mux2i_1 -> nor2_1 -> xor2_1 -> ha_1 -> a211oi_1 -> o21ai_1 -> a311oi_1 -> mux2_2 -> o21a_1 -> nor2_1 -> clkdlybuf4s50_1.

Count of endpoints failing setup in the final report landed at 0. The smallest clock period supported by the final layout is computed as 6.85 ns. In the floorplan report the effective utilization is 42.0%. Warning count from the yosys run landed at 2. STA reports the tightest min-delay check as being of type flip-flop to flip-flop. The root buffer cell chosen for the clock tree is sky130_fd_sc_hd__clkbuf_8.

Per the synthesis report, the dominant area consumer among library cells is sky130_fd_sc_hd__edfxtp_1. Among all stages on the critical path, the largest delay is contributed by sky130_fd_sc_hd__clkdlybuf4s50_1. Setup repair after global routing left no endpoint under its margin. Number of cell instances after yosys synthesis landed at 431. Die width landed at 104 um. Area share of the largest cell type after synthesis landed at 22.3%. Entering global routing, the biggest net connects 34 pins. Port buffer count landed at 79. Remaining antenna violation count after routing landed at 0. For the worst flop-to-flop path, the logic depth is 15.

Yosys attributes the largest share of cell area to sky130_fd_sc_hd__edfxtp_1 (22%), sky130_fd_sc_hd__xnor2_1 (8.0%), sky130_fd_sc_hd__dfxtp_1 (7.7%), sky130_fd_sc_hd__mux2i_1 (6.0%), sky130_fd_sc_hd__ha_1 (5.1%). The worst hold path terminates at A_Reg.Q[0]. The H-tree generated during clock tree synthesis spans 2 levels. The number of clock sinks came to 47. The run reported a max-capacitance violation count of 0. Peak per-stage delay on the critical path landed at 0.57 ns.

In the final routed layout, each cell accounts on average for 16.8 um. The routed design has 10500 um of wire. The pin closest to its max-slew limit shows a slew of 0.759 ns. The pre-antenna-repair detailed-routing pass consisted of 4 iterations. Number of storage elements in the synthesis netlist landed at 47.

Of all flip-flops after synthesis, the portion carrying an async set or reset was 0%. TritonCTS built the clock tree. The number of hold buffers added after CTS was 0. The violation tally recorded at the end of detailed-routing iteration 0 is 198. 80 I/O pins were placed. OpenROAD warning count landed at 25. The worst-case IR drop observed on VDD is 0.119 mV. Number of hold-slack violations in the final timing report landed at 0. Average vias per placed instance landed at 5.26.

Core region area landed at 9950 sq um. The critical path is of the input port to primary output type. Via count of the first global-routing pass landed at 3240.

In the final run the clock tree shows a worst skew of 0.00973 ns. First-pass GRT wire length landed at 17100 um. Tightest slew margin relative to the limit landed at 49.4%. Setup total negative slack on the finished layout was measured at 0 ns. The longest clock path from root to sink contains 2 buffers. Critical path data arrival time landed at 5.37 ns.

The highest clock rate this design can be run at is 146 MHz. The flow ran to the end, and the final reports show no timing, DRC or antenna violations. Number of synthesized flops with an enable pin landed at 31. Standby leakage power landed at 2.01 nW. Of the available clock period, the critical path in the final layout requires 92.6%. Fraction of the yosys area taken by sequential cells landed at 30.0%.
==> layer usage <==
layer / track usage (%) / up-vias / share of wire, %
li1: - / 1662 / -
met1: 32.9 / 1519 / 51
met2: 30.1 / 91 / 42
met3: 3.45 / 11 / 5.1
met4: 3.16 / 0 / 1.7
met5: 0 / - / 0
==> cells in the mapped netlist (3+ instances only) <==
| cell type | instances |
|---|---|
| sky130_fd_sc_hd__ha_1 | 17 |
| sky130_fd_sc_hd__dfxtp_1 | 16 |
| sky130_fd_sc_hd__clkbuf_1 | 10 |
| sky130_fd_sc_hd__a211oi_1 | 5 |
| sky130_fd_sc_hd__or3_1 | 5 |
| sky130_fd_sc_hd__mux2_2 | 17 |
| sky130_fd_sc_hd__xnor2_1 | 38 |
| sky130_fd_sc_hd__nor2_1 | 32 |
| sky130_fd_sc_hd__nand2b_1 | 21 |
| sky130_fd_sc_hd__buf_4 | 16 |
| sky130_fd_sc_hd__mux2i_1 | 25 |
| sky130_fd_sc_hd__and4_1 | 5 |
| sky130_fd_sc_hd__a21o_1 | 6 |
| sky130_fd_sc_hd__o211ai_1 | 4 |
| sky130_fd_sc_hd__nand3_1 | 15 |
| sky130_fd_sc_hd__buf_2 | 5 |
| sky130_fd_sc_hd__and2_1 | 5 |
| sky130_fd_sc_hd__edfxtp_1 | 31 |
| sky130_fd_sc_hd__inv_1 | 10 |
| sky130_fd_sc_hd__buf_1 | 5 |
| sky130_fd_sc_hd__nand4_1 | 3 |
| sky130_fd_sc_hd__nor3_1 | 10 |
| sky130_fd_sc_hd__o21a_1 | 4 |
| sky130_fd_sc_hd__a21oi_1 | 15 |
| sky130_fd_sc_hd__nand2_1 | 17 |
| sky130_fd_sc_hd__xor2_1 | 21 |
| sky130_fd_sc_hd__o21ai_0 | 7 |
| sky130_fd_sc_hd__mux2_4 | 9 |
| sky130_fd_sc_hd__and3_1 | 9 |
==> worst max-delay path by stage <==
stage / start / to / slack, ns / depth (start not counted)
4_1_cts: instruction[3] / ramDout[3] / 0.51 / 13
5_1_grt: instruction[3] / ramDout[3] / 0.35 / 13
6_report: instruction[3] / ramDout[3] / 0.55 / 13
==> flip-flops by register name, summed over array words and instances (netlist names) <==
signal	count
D_Reg.Q	16
A_Reg.Q	16
instrAddrReg.Q	15
==> area by class of cell <==
type | count | area [sq um]
clock buffers | 8 | 123
fillers | 910 | 4840
inverters | 11 | 41.3
multi-input cells | 334 | 2660
flip-flops and latches | 47 | 1250
well taps | 133 | 166
repair buffers | 91 | 881
==> cells by family after synthesis <==
family,synth area share [%]
AOI/OAI and AO/OA,14.0
xor gates and xnor gates,12.4
adders and majority gates,5.57
buffers and inverters,6.47
DFF,30.0
muxes,14.5
and+or+nand+nor,17.2
==> worst min-delay path, stage by stage, from the launching register on <==
cell and delay [ns]:
sky130_fd_sc_hd__dfxtp_1 0.34, sky130_fd_sc_hd__mux2i_1 0.07, sky130_fd_sc_hd__nor2_1 0.07
==> power by group <==
part           leakage, nW  total, W  internal [W]  switching [W]
logic                 1.51  0.000696      0.000397       0.000299
clock network       0.0618  0.000204      0.000108      0.0000956
registers            0.438  0.000425      0.000364      0.0000618
total                 2.01   0.00132      0.000869       0.000456
==> metrics by stage <==
stage | cell area (sq um) | power [W] | setup slack, ns | util, % | instances
floorplan | 4180 | 0.000859 | 1.43 | - | 431
global placement | 4990 | 0.00112 | 0.549 | 50.2 | 616
detailed placement | 4990 | 0.00113 | 0.563 | 50.2 | 616
CTS | 5120 | 0.00133 | 0.514 | 51.4 | 624
global route | 5120 | 0.00142 | 0.347 | 51.4 | 624
finish | 5120 | 0.00132 | 0.546 | 51.4 | 624
Power figures rest on the tool's default switching activity, not on a simulated workload.
